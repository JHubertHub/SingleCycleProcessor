`flow/config.mk`:
```
export PLATFORM = sky130hd
export DESIGN_NAME = InstMem
export DESIGN_NICKNAME = InstMem
export VERILOG_FILES = /design/flow/design.v
export SDC_FILE = /design/flow/constraint.sdc
export NUM_CORES = 4
export LEC_CHECK = 1
export CORE_AREA = 10 10 70 70
export DIE_AREA = 0 0 80 80
```
`flow/constraint.sdc`:
```
current_design InstMem

set clk_period 2.0
set clk_io_pct 0.2

create_clock -name clk0 -period $clk_period

set non_clock_inputs [all_inputs -no_clocks]
set_input_delay [expr $clk_period * $clk_io_pct] -clock clk0 $non_clock_inputs
set_output_delay [expr $clk_period * $clk_io_pct] -clock clk0 [all_outputs]
```
`flow/design.v`:
```
`timescale 1ns / 1ps
module InstMem #(
  parameter ADDR_W = 8,
  parameter INST_W = 32
)(
  input   [ADDR_W-1:0]  addr,
  output  [INST_W-1:0]  instruction
  );
  reg [INST_W-1:0] memory [2**(ADDR_W-2)-1:0];  
  integer i;  
  assign instruction = memory [addr [ADDR_W-1:2]];  
  initial begin                  
    memory [0] = 32'h00007033;   
    memory [1] = 32'h00100093;   
    memory [2] = 32'h00200113;   
    memory [3] = 32'h00308193;   
    memory [4] = 32'h00408213;   
    memory [5] = 32'h00510293;   
    memory [6] = 32'h00610313;   
    memory [7] = 32'h00718393;   
    memory [8] = 32'h00208433;   
    memory [9] = 32'h404404b3;   
    memory[10] = 32'h00317533;   
    memory[11] = 32'h0041e5b3;   
    memory[12] = 32'h0041a633;   
    memory[13] = 32'h007346b3;   
    memory[14] = 32'h4d34f713;   
    memory[15] = 32'h8d35e793;   
    memory[16] = 32'h4d26a813;   
    memory[17] = 32'h4d244893;   
    memory[18] = 32'h02b02823;   
    memory[19] = 32'h03002603;   
    for (i = 20; i < 2**(ADDR_W-2); i = i+1)  
      memory[i] = 0;
  end
endmodule  
```
`flow/run.sh`:
```
#!/bin/bash
# OpenROAD 26Q1-2900-gdf79404cd8, Yosys 0.63+post, stock flow scripts
make -C /OpenROAD-flow-scripts/flow DESIGN_CONFIG=/design/flow/config.mk WORK_HOME=/design/flow/orfs finish
```
==> results.txt <==
Status -> finished, violations left
Failing checks -> negative setup slack
GRT Residual Overflow -> 0
Cell Type Count -> 27
Peak VDD IR -> 0.113 mV
Sequence of cells on the critical path -> buf_2 > buf_6 > buf_4 > ha_1 > inv_1 > nand3_1 > a21oi_2 > clkdlybuf4s50_1
Worst setup SP type -> input pin
Fin. Hold Viols -> 0
Core ar. -> 3420 sq um
Chip area -> 6400 sq um
CP max FO -> 6
Largest net degree at the start of global routing -> 13
DRC violation count after routing -> 0
Number of DRC markers in iteration 0 -> 45
WHS Endpoint -> instruction[30]
Tcrit/Tclk final -> 1.05
Biggest cell delay along the critical path -> 0.47 ns
PwrDens -> 171 nW/um^2
Synth-to-Final Area Change -> 118%
Vias -> 920
Tool warnings -> 43
Synthesized area -> 642 sq um
Clkbuf count -> 0
Logic area -> 701 sq um
Yosys stat cell total -> 106
HP Class -> in2out
Layout cells sized above 1 -> 0.457
FP Util -> 0.188
DRT Pass-1 Iters -> 4
Worst hold slack -> 1.25 ns
Number of global-route vias before repair -> 957
Top cells by area -> ha_1 16%, a21oi_1 12%, buf_4 11%
Boundary Pins -> 40
Max cap viols -> 0
Synth Seq Share -> 0
Std cell rows -> 21
Critical path arrival -> 1.70 ns
Antenna violations before repair -> 0
CP max stage cell -> clkdlybuf4s50_1
Leakage power -> 0.000754 uW
DRT Wirelength -> 2.68 mm
# fillers -> 338
First-pass GRT wire length -> 4.47 mm
CP delay by family, top -> buffers and inverters
Syn_area_per_cell -> 6.06 sq um
Die Width -> 80 microns
Post-DP HPWL -> 1.92 mm
Hold Path Cell Cnt -> 4
Final Slew Violations -> 0
Fmax achieved -> 477 MHz
Synth area leader -> ha_1
Synth Instances -> 106
Via/cell ratio -> 4.42
Post-layout min period -> 2.10 ns
Synth top area share -> 0.156
Crit path kind -> in2out
Chip area in the Yosys report -> 642 sq um
Worst Path Required -> 1.60 ns
Setup violators final -> 3
Worst Setup Slack, final -> -0.0951 ns
WP buf/inv -> 5
Reg area -> 0 sq um
Total GRT Usage -> 0.0813
N_diodes -> 0
Synth warnings -> 1
Routability Congestion -> 0.845
Remaining antenna violation count -> 0
Die Ht -> 80 microns
RSZ-0062 raised after global routing -> true
TNS Setup -> -0.145 ns
Flip-flops -> 0
CP endpoint kind -> primary output
Mean routed wirelength per cell -> 12.9 microns
Hold path start -> addr[5]
PortBufs -> 32
## where the power goes
group	internal, uW	leakage, uW	switching, uW
clock	0	0	0
sequential	0	0	0
combinational	135	0.000754	105
total	135	0.000754	105
## kinds of logic after synthesis
family / Yosys count / share of synthesized area
simple gates: 43 / 0.337
buf+inv: 22 / 0.197
compound gates: 30 / 0.269
mux: 2 / 0.0351
fa+ha+maj: 8 / 0.156
other cells: 1 / 0.00584
## per-stage QoR
step                      instance area (sq um)   util  power, uW  setup WS [ns]  std cells
after CTS                                  1290  0.378        221         -0.178        205
after global placement                     1120  0.328        190         -0.614        196
after floorplan                             661      -       86.6          0.408        111
after detailed placement                   1120  0.328        188         -0.620        196
final                                      1400  0.409        240        -0.0951        208
after global routing                       1400  0.409        264         -0.208        208
## what timing repair did
action / CTS / global route
cloned: 0 / 0
hold buffers: 0 / 0
gates resized: 80 / 27
buffers inserted: 9 / 3
endpoints found under the setup margin: 26 / 15
pin swaps: 13 / 10
## routing by layer
layer,wire length (microns),track usage
met5,0,0
met4,0,0
met3,222,0.0227
met2,1250,0.136
met1,1210,0.107
## layout make-up
class                           instances  area share
Inverter                                6      0.0197
Multi-Input combinational cell         89       0.501
Tap cell                               46      0.0412
Timing Repair Buffer                   67       0.438
## synthesized netlist by cell type, drive strengths merged
cell	number
nor2	12
nor4b	1
ha	8
o311ai	1
clkbuf	3
conb	1
mux2	2
or3	1
and2	1
nor3	2
o211ai	3
a31oi	2
o21ai	6
inv	6
nand2b	2
buf	13
nand2	6
or2	1
nand3	8
a21oi	16
a22oi	2
nor2b	9
## cells in the final DEF, fill, tap and decap left out, types with 4 or more instances in the layout
cell type and instances:
buf_6 9, nor2b_4 5, nand3_1 7, nor2_1 10, a21oi_1 11, conb_1 6, buf_2 5, nand2_1 6
inv_1 4, dlymetal6s2s_1 7, clkdlybuf4s50_1 5, buf_4 24, o21ai_1 4, dlygate4sd2_1 12
## how the worst max path moves through the flow
stage           start  cells after the start         endpoint
CTS           addr[4]                      7  instruction[13]
global route  addr[3]                      8  instruction[24]
finish        addr[3]                      8  instruction[24]
## worst min-delay path, cell delays in order
cell and delay (ns):
clkbuf_4 0.20, a21oi_4 0.08, nor2b_4 0.08, clkbuf_2 0.09
No activity file was given, so power comes from the tool's default toggle rates.
