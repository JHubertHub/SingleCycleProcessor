### flow/run.sh
#!/bin/bash
# OpenROAD 26Q1-2900-gdf79404cd8, Yosys 0.63+post, stock flow scripts
make -C /OpenROAD-flow-scripts/flow DESIGN_CONFIG=/design/flow/config.mk WORK_HOME=/design/flow/orfs finish
### flow/config.mk
export PLATFORM = sky130hd
export DESIGN_NAME = ImmGen
export DESIGN_NICKNAME = ImmGen
export VERILOG_FILES = /design/flow/design.v
export SDC_FILE = /design/flow/constraint.sdc
export NUM_CORES = 4
export LEC_CHECK = 1
export CORE_AREA = 10 10 70 70
export DIE_AREA = 0 0 80 80
### flow/constraint.sdc
current_design ImmGen

set clk_period 5.6
set clk_io_pct 0.2

create_clock -name clk0 -period $clk_period

set non_clock_inputs [all_inputs -no_clocks]
set_input_delay [expr $clk_period * $clk_io_pct] -clock clk0 $non_clock_inputs
set_output_delay [expr $clk_period * $clk_io_pct] -clock clk0 [all_outputs]
### flow/design.v
`timescale 1ns / 1ps
module ImmGen #(
  parameter INST_W = 32,
  parameter DATA_W = 32
)(
  input      [INST_W-1:0]  InstCode,
  output reg [DATA_W-1:0]  ImmOut
  );
  always @ (InstCode) begin
    case (InstCode[6:0])
      7'b0000011:
        ImmOut = {InstCode[31]? {20{1'b1}} : 20'b0, InstCode[31:20]};
      7'b0010011:
        ImmOut = {InstCode[31]? {20{1'b1}} : 20'b0, InstCode[31:20]};
      7'b0100011:  
        ImmOut = {InstCode[31]? {20{1'b1}} : 20'b0, InstCode[31:25], InstCode[11:7]};
      7'b0010111:
        ImmOut = {InstCode[31:12], 12'b0};
      default: ImmOut = {32'b0};  
    endcase
  end
endmodule  
==> flow_summary.yaml <==
# generated from flow reports
worst_setup_path:
  crit_required_ns: 4.48
  worstPathArrival_ns: 3.25
  worstPathCellList: "clkdlybuf4s50_1 -> and4bb_1 -> nand2_1 -> a21oi_1 -> clkdlybuf4s50_1"
  critPathMaxFanout: 20
  max_stage_delay_ns: 0.79
  critPathLaunchType: "primary input"
  crit_top_cell: "clkdlybuf4s50_1"
  cp-end-kind: "primary output"
  critical-path-slowest-cell: "and4bb_1"
  path_class: "in2out"
finish:
  clock_buffer_count: 0
  fin_area_sq_um: 1120
  fillers: 375
  lay_top_cells: "clkdlybuf4s50_1 (64), nand2_1 (19), a21oi_1 (14)"
  seq_area_sq_um: 0
  drive_gt1_share_pct: 10.4
  area_growth_pct: 151
  mostFrequentLayoutCell: "clkdlybuf4s50_1"
  ff_count: 0
  fin_cells: 180
sta:
  max_freq_mhz: 229
  rsz0062_at_grt: "no"
  worst_pin_slew_ns: 0.717
  post-route-period-util_pct: 78.0
  hold_violations: 0
  slew_viol_final: 0
  maxSlewHeadroom_pct: 52.2
  period_minus_slack_ns: 4.37
  setup_violations: 0
  fin_setup_tns_ns: 0
detailed_routing:
  antenna_left: 0
  drt_iter0_drc: 5
  drc: 0
  n_antenna_cell: 0
  viasPerCell: 3.92
  wl_per_cell_um: 12.8
  vias: 706
  wl_um: 2300
  first_pass_iters: 2
global_routing:
  antenna_found_initial: 0
  overflow: 0
  grt_pass1_wl_um: 3480
  grt_max_degree: 21
  grt_pass1_vias: 726
  grt_usage_pct: 6.52
die:
  die_h_um: 80
  die_x_um: 80
  num_rows: 21
  die_area_sq_um: 6400
  io_pins: 64
  fp_util_pct: 13.1
  core_area_sq_um: 3420
yosys:
  synth_cell_types: 17
  synth_top_area_share_pct: 19.6
  postSynthSeqShare_pct: 0
  synthTopCellsByArea: "a21oi_2 (20%), nand2_1 (16%), a21oi_1 (16%)"
  largest_area_cell: "a21oi_2"
  ys_area_sq_um: 447
  syn_inst: 74
  synth_warnings: 1
  synthesis.area_sq_um: 447
  synth_area_per_cell_sq_um: 6.04
  yosys-stat-cells: 74
pwr:
  peakVddDrop_v: 0.0000227
  p_leak_nw: 0.349
  total_power_mw: 0.0438
  p_per_area_nw_per_um2: 39.1
job:
  warnings: 32
  maxCapViolations: 0
place:
  post-dp-hpwl_um: 1930
  port_buffers: 64
  post-place-cells: 180
  globalplace.congestion: 0.786
  place_area_sq_um: 1120
clocking:
  post_cts_resized: 0
  postCtsHoldBufs: 0
  cts_setup_buffers: 0
min_path:
  holdCritPathClass: "in2out"
status:
  status: "finished clean"
==> path summary, 6_finish.rpt <==
check / start / end / slack, ns / depth (start not counted)
max: InstCode[5] / ImmOut[17] / 1.23 / 5
min: InstCode[18] / ImmOut[18] / 3.15 / 4
==> per-stage QoR <==
stage,hold WS (ns),utilization (%),worst slack (ns)
3_3_place_gp,3.17,32.8,1.26
6_report,3.15,32.8,1.23
2_1_floorplan,2.31,-,2.73
4_1_cts,3.16,32.8,1.21
5_1_grt,3.19,32.8,1.04
3_5_place_dp,3.16,32.8,1.21
==> kinds of logic after synthesis <==
kind of cell | count (synthesis) | synth area share, %
and+or+nand+nor | 44 | 53.2
AOI/OAI and AO/OA | 25 | 39.8
buffers and inverters | 5 | 7.00
==> worst max-delay path: cells and delay by family <==
kind | cells | cell delay [ns]
compound gates | 1 | 0.18
simple gates | 2 | 0.91
buf+inv | 2 | 1.03
==> cell usage after synthesis <==
cell,number
or3_1,1
a21oi_1,14
nor2b_1,2
nor2_1,6
clkbuf_1,2
buf_4,1
buf_2,1
and4bb_1,1
nand2_1,19
a211oi_4,1
and2_1,7
nand2_4,1
and2b_1,5
buf_6,1
nor3b_2,1
a21oi_2,10
nand3b_1,1
==> per-layer routing <==
layer  wire length [um]  share of wire [%]  GRT usage, %  up-vias
li1                   -                  -             -      370
met1               1010                 44          8.32      287
met2                798                 35          8.83       49
met3                495                 22          5.23        0
met4                  0                  0             0        0
met5                  0                  0             0        -
==> area by class of cell <==
cell class | count | area [sq um] | share of cell area, %
multi-input combinational | 69 | 415 | 37.1
timing repair buffer | 65 | 648 | 57.8
tap | 46 | 57.6 | 5.13
==> power breakdown <==
| part | total, mW | internal (mW) | switching [mW] |
|---|---|---|---|
| logic | 0.0438 | 0.0287 | 0.0151 |
| clock network | 0 | 0 | 0 |
| registers | 0 | 0 | 0 |
| total | 0.0438 | 0.0287 | 0.0151 |
Power figures rest on the tool's default switching activity, not on a simulated workload.
