===== flow/config.mk =====
export PLATFORM = sky130hd
export DESIGN_NAME = MUX21
export DESIGN_NICKNAME = MUX21
export VERILOG_FILES = /design/flow/design.v
export SDC_FILE = /design/flow/constraint.sdc
export NUM_CORES = 4
export LEC_CHECK = 1
export CORE_AREA = 10 10 70 70
export DIE_AREA = 0 0 80 80

===== flow/constraint.sdc =====
current_design MUX21

set clk_period 1.0
set clk_io_pct 0.2

create_clock -name clk0 -period $clk_period

set non_clock_inputs [all_inputs -no_clocks]
set_input_delay [expr $clk_period * $clk_io_pct] -clock clk0 $non_clock_inputs
set_output_delay [expr $clk_period * $clk_io_pct] -clock clk0 [all_outputs]

===== flow/design.v =====
`timescale 1ns / 1ps
module MUX21 #(
  parameter WIDTH = 32
)(
  input  [WIDTH-1:0]  D1, D2, 
  input               S,
  output [WIDTH-1:0]  Y
  );
  assign Y = (~S)?  D1 : D2;
endmodule  

===== flow/run.sh =====
#!/bin/bash
# OpenROAD 26Q1-2900-gdf79404cd8, Yosys 0.63+post, stock flow scripts
make -C /OpenROAD-flow-scripts/flow DESIGN_CONFIG=/design/flow/config.mk WORK_HOME=/design/flow/orfs finish

==> flow_metrics.py <==
# Generated from Yosys and OpenROAD reports
metrics = {
    "placed_design": {
        "hpwl_um": 2408,
        "port_buffers": 97,
        "dp_worst_setup_slack_ns": -0.4961,
        "gp_congestion": 0.7597,
    },
    "synthesis": {
        "synth_warnings": 0,
        "synthTopCellsByArea": "mux2_4, buf_12, mux2_2",
        "postSynthSeqShare_pct": 0,
        "syn_area_per_cell_um2": 15.12,
        "yosysCellCount": 36,
        "synth_top_area_share_pct": 82.76,
        "syn-cell-area_um2": 544.3,
        "yosys.area.top_type": "mux2_4",
        "syn_inst": 36,
        "ys_chip_area_um2": 544.3,
        "ys_types": 4,
    },
    "route": {
        "dr.pass1.iters": 2,
        "wire_per_inst_um": 16.14,
        "wirelength_um": 2922,
        "viasPerCell": 3.978,
        "drc": 0,
        "via_count": 720,
        "drtAntennaViolNets": 0,
        "n_antenna_cell": 0,
        "drtIter0Drc": 3,
    },
    "finish": {
        "clkbuf_count": 0,
        "seq_cells": 0,
        "drive_above_1_share_pct": 52.59,
        "final_cell_mix": "dlygate4sd2_1, mux2_4, buf_6",
        "syn_to_final_growth_pct": 187.6,
        "layout_top_cell": "dlygate4sd2_1",
        "register_area_um2": 0,
    },
    "hold_path": {
        "whs_endpoint": "Y[25]",
        "min_from": "D1[25]",
        "hold-path-cell-count": 3,
        "worstHoldPathType": "primary input to primary output",
    },
    "timing": {
        "relSlewSlack_pct": 93.39,
        "tns_ns": -2.638,
        "finalSetupViolCount": 32,
        "period_used_pct": 110.1,
        "tightest_slew_ns": 0.09916,
        "hold_viol_final": 0,
        "layout_setup_ws_ns": -0.1008,
        "min_period_ns": 1.101,
        "rsz0062_at_grt": "yes",
        "slew_violations": 0,
        "fmax_ghz": 0.9085,
    },
    "floorplan": {
        "dieWidth_um": 80,
        "fp_util_pct": 15.93,
        "row_count": 21,
        "core-area_um2": 3416,
        "die-area_um2": 6400,
        "io_pins": 97,
        "die_h_um": 80,
    },
    "flow_run": {
        "cap_violations": 0,
        "warnings": 34,
    },
    "critical_path": {
        "path_max_fanout": 6,
        "crit_type": "primary input to primary output",
        "cp-startpoint": "S",
        "end_kind": "primary output",
        "startpoint_type": "primary input",
        "critPathRequiredTime_ns": 0.80,
        "crit_arrival_ns": 0.90,
    },
    "power_and_ir_drop": {
        "ir_drop_v": 0.0001853,
        "power_density_nw_per_um2": 393.6,
        "p_total_w": 0.0006161,
        "leakagePower_nw": 0.8516,
    },
    "global_routing": {
        "grt_overflow": 0,
        "grt_pass1_wl_um": 4305,
        "grtUsageTotal_pct": 8.289,
        "grt_pass1_vias": 811,
        "grt_antenna_before_repair": 0,
        "grt_max_degree": 10,
    },
    "run_status": {
        "outcome": "finished with violations",
        "violations": "setup timing",
    },
    "clock_tree": {
        "cts_setup_buffers": 0,
    },
}
synth_stat cells:
library cell	n
buf_12	3
mux2_2	2
mux2_4	30
buf_6	1
metrics by stage:
stage | hold WS, ns | instance area [um2] | std cells | utilization (%)
after detailed placement | 1.328 | 1536 | 177 | 44.98
final | 0.7942 | 1565 | 181 | 45.82
after global routing | 0.8067 | 1565 | 181 | 45.82
after global placement | 1.331 | 1536 | 177 | 44.98
after floorplan | 0.4977 | 544.3 | 36 | -
after CTS | 0.8004 | 1501 | 180 | 43.96
critical path: stages:
cell       delay, ns
buf_16          0.13
clkbuf_16       0.16
mux2_4          0.30
buf_6           0.11
how the worst max path moves through the flow:
stage / end / slack [ns]
after global routing: Y[26] / -0.11
after CTS: Y[2] / -0.09
final: Y[26] / -0.10
where the power goes:
part / internal (W) / switching [W] / total (W) / leakage, nW
clock: 0 / 0 / 0 / 0
combinational: 0.000478 / 0.000138 / 0.000616 / 0.852
sequential: 0 / 0 / 0 / 0
total: 0.000478 / 0.000138 / 0.000616 / 0.852
routing by layer:
layer	routed length [um]	track usage (%)	share of wire (%)	up-vias
met1	1188	10.55	41	323
met2	1432	13.88	49	53
met5	0	0	0	-
li1	-	-	-	342
met4	21	0.7042	0.72	0
met3	278	2.500	9.5	2
logic make-up (layout without fill, tap and decap cells):
logic type	after synthesis	in the layout	synth area share [%]
multiplexers	32	32	86.90
buffers and inverters	4	103	13.10
cell type report:
| type | count | area, um2 |
|---|---|---|
| fillers | 335 | 1851 |
| multi-input cells | 32 | 480.5 |
| well taps | 46 | 57.56 |
| repair buffers | 103 | 1027 |
what timing repair did:
| action | CTS | global route |
|---|---|---|
| setup endpoints to repair | 32 | 32 |
| resized | 186 | 6 |
| gates cloned | 3 | 1 |
| hold buffers | 0 | 0 |
Power is estimated from default activity; no workload was simulated.
